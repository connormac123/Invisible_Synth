## flow/design.v

```verilog
`timescale 1ns / 1ps
`timescale 1ns / 1ps
module sonar #(
    parameter CLK_FREQ_HZ = 100_000_000
)(
    input  wire         clk,
    input  wire         rst,
    input  wire         sonar_pwm,    
    output reg          sonar_trigger,
    output reg [8:0]    distance_in,
    output reg          valid
);
    localparam CYCLES_PER_INCH = 14_700;
    localparam REFRESH_TICK_MAX = 6_000_000; 
    localparam S_IDLE       = 0;
    localparam S_TRIGGER    = 1;
    localparam S_WAIT_HIGH  = 2;
    localparam S_MEASURE    = 3;
    localparam S_COOLDOWN   = 4;
    reg [2:0] state;
    reg [31:0] timer_counter; 
    reg [31:0] inch_counter_timer;
    reg [8:0]  current_distance_count;
    reg pwm_sync_0, pwm_sync_1;
    always @(posedge clk) begin
        if (rst) begin
            pwm_sync_0 <= 0;
            pwm_sync_1 <= 0;
        end else begin
            pwm_sync_0 <= sonar_pwm;
            pwm_sync_1 <= pwm_sync_0; 
        end
    end
    reg pwm_prev;
    wire pwm_rising, pwm_falling;
    always @(posedge clk) begin
        if (rst) pwm_prev <= 0;
        else     pwm_prev <= pwm_sync_1;
    end
    assign pwm_rising  = (pwm_sync_1 && !pwm_prev);
    assign pwm_falling = (!pwm_sync_1 && pwm_prev);
    always @(posedge clk) begin
        if (rst) begin
            state <= S_IDLE;
            sonar_trigger <= 0;
            timer_counter <= 0;
            distance_in <= 0;
            valid <= 0;
            inch_counter_timer <= 0;
            current_distance_count <= 0;
        end else begin
            valid <= 0;  
            case (state)
                S_IDLE: begin
                    timer_counter <= 0;
                    state <= S_TRIGGER;
                end
                S_TRIGGER: begin
                    sonar_trigger <= 1;
                    timer_counter <= timer_counter + 1;
                    if (timer_counter > 2000) begin 
                        sonar_trigger <= 0;
                        state <= S_WAIT_HIGH;
                        timer_counter <= 0;
                    end
                end
                S_WAIT_HIGH: begin
                    if (pwm_rising) begin
                        inch_counter_timer <= 0;
                        current_distance_count <= 0;
                        state <= S_MEASURE;
                    end
                    else if (timer_counter > REFRESH_TICK_MAX) begin
                        state <= S_COOLDOWN; 
                        timer_counter <= 0;
                    end
                    else begin
                         timer_counter <= timer_counter + 1;
                    end
                end
                S_MEASURE: begin
                    if (pwm_falling) begin
                        distance_in <= current_distance_count;
                        valid <= 1;
                        timer_counter <= 0;
                        state <= S_COOLDOWN;
                    end else begin
                        if (inch_counter_timer >= CYCLES_PER_INCH) begin
                            current_distance_count <= current_distance_count + 1;
                            inch_counter_timer <= 0;
                        end else begin
                            inch_counter_timer <= inch_counter_timer + 1;
                        end
                    end
                end
                S_COOLDOWN: begin
                    if (timer_counter < REFRESH_TICK_MAX) begin
                        timer_counter <= timer_counter + 1;
                    end else begin
                        state <= S_IDLE;
                    end
                end
            endcase
        end
    end
endmodule
`timescale 1ns / 1ps
module sonar_top(
    input           clk,           
    input           btnC,          
    input [15:0]    sw,            
    inout [7:0]     JB,            
    output [15:0]   led,           
    output [3:0]    JA             
    );
    wire rst;
    assign rst = btnC;
    wire sonar_trig;
    wire sonar_echo;
    wire [8:0] w_distance;      
    wire       w_valid;   
    wire        audio_out;      
    assign JA[0] = audio_out;   
    assign JA[1] = 1'b0;        
    assign JA[2] = 1'b0;        
    assign JA[3] = 1'b1;        
    assign JB[1] = sonar_trig; 
    assign JB[3] = 1'bz;       
    assign sonar_echo = JB[3]; 
    assign JB[1] = sonar_trig; 
    assign JB[3] = 1'bz;       
    assign sonar_echo = JB[3]; 
    assign amp_shutdown = 1'b1;   
    assign amp_gain     = 1'b0;   
    sonar inst_sonar (
        .clk(clk),
        .rst(rst),
        .sonar_pwm(sonar_echo),     
        .sonar_trigger(sonar_trig), 
        .distance_in(w_distance),   
        .valid(w_valid)
    );
    reg [15:0] led_bar_reg;
    reg [31:0] base_tuning_word;   
    reg [31:0] final_tuning_word;  
always @(*) begin
        base_tuning_word = 0; 
        if (w_distance < 4)       base_tuning_word = 0; 
        else if (w_distance < 12) base_tuning_word = 32'd11236;  
        else if (w_distance < 20) base_tuning_word = 32'd12612;  
        else if (w_distance < 28) base_tuning_word = 32'd14157;  
        else if (w_distance < 36) base_tuning_word = 32'd15000;  
        else if (w_distance < 44) base_tuning_word = 32'd16836;  
        else if (w_distance < 52) base_tuning_word = 32'd18899;  
        else if (w_distance < 60) base_tuning_word = 32'd21213;  
        else if (w_distance < 68) base_tuning_word = 32'd22472;  
        else                      base_tuning_word = 0;
    end
    always @(*) begin
        if (sw[0] == 1'b1) begin
            final_tuning_word = base_tuning_word << 1;
        end
        else if (sw[15] == 1'b1) begin
            final_tuning_word = base_tuning_word >> 1;
        end
        else begin
            final_tuning_word = base_tuning_word;
        end
    end
    tone_gen inst_audio (
        .clk(clk),
        .tuning_word(final_tuning_word),  
        .audio_out(audio_out)         
    );
    assign amp_audio_out = audio_out;
    always @(*) begin
        led_bar_reg = 16'b0;
        if (w_distance >= 8)   led_bar_reg[0]  = 1'b1;
        if (w_distance >= 12)  led_bar_reg[1]  = 1'b1;
        if (w_distance >= 16)  led_bar_reg[2]  = 1'b1;
        if (w_distance >= 20)  led_bar_reg[3]  = 1'b1;
        if (w_distance >= 24)  led_bar_reg[4]  = 1'b1;
        if (w_distance >= 28)  led_bar_reg[5]  = 1'b1;
        if (w_distance >= 32)  led_bar_reg[6]  = 1'b1;
        if (w_distance >= 36)  led_bar_reg[7]  = 1'b1;  
        if (w_distance >= 40)  led_bar_reg[8]  = 1'b1;
        if (w_distance >= 44)  led_bar_reg[9]  = 1'b1;
        if (w_distance >= 48)  led_bar_reg[10] = 1'b1;
        if (w_distance >= 52)  led_bar_reg[11] = 1'b1;
        if (w_distance >= 56) led_bar_reg[12] = 1'b1;
        if (w_distance >= 60) led_bar_reg[13] = 1'b1;
        if (w_distance >= 64) led_bar_reg[14] = 1'b1;
        if (w_distance >= 68) led_bar_reg[15] = 1'b1;  
        if (w_distance > 72) begin
            led_bar_reg = 16'b0;
        end
    end
    assign led = led_bar_reg;
endmodule
`timescale 1ns / 1ps
module tone_gen(
    input clk,  
    input [31:0] tuning_word,  
    output audio_out 
    ); 
    reg [31:0] accumulator = 0; 
    always @(posedge clk) begin
        accumulator <= accumulator + tuning_word;
    end 
    assign audio_out = accumulator[31];   
endmodule
```

## flow/run.sh

```bash
#!/bin/bash
# OpenROAD 26Q1-2900-gdf79404cd8, Yosys 0.63+post, stock flow scripts
make -C /OpenROAD-flow-scripts/flow DESIGN_CONFIG=/design/flow/config.mk WORK_HOME=/design/flow/orfs finish
```

## flow/config.mk

```make
export PLATFORM = sky130hd
export DESIGN_NAME = sonar_top
export DESIGN_NICKNAME = sonar_top
export VERILOG_FILES = /design/flow/design.v
export SDC_FILE = /design/flow/constraint.sdc
export NUM_CORES = 4
export LEC_CHECK = 1
export CORE_UTILIZATION = 50
```

## flow/constraint.sdc

```tcl
current_design sonar_top

set clk_period 13.0
set clk_io_pct 0.2

create_clock -name clk0 -period $clk_period [get_ports {clk}]

set non_clock_inputs [all_inputs -no_clocks]
set_input_delay [expr $clk_period * $clk_io_pct] -clock clk0 $non_clock_inputs
set_output_delay [expr $clk_period * $clk_io_pct] -clock clk0 [all_outputs]
```

==> run notes <==
Figures from the flow reports.

Floorplanning:
- The share of the core area taken by cells at floorplan is 51.8%.
- The floorplan step set the die height to 120 um.
- The run puts the width of the die at 120 um.
- The initialized floorplan defines 42 standard-cell rows.
- The run gives the I/O pin total as around 46.

CTS:
- For this design, the sink count on the clock tree is 123.
- The run puts the buffers inserted during post-CTS setup optimization at 0.
- The run puts the quantity of hold-fixing buffers added after cts at 0.
- CTS added clock buffers totalling 17.
- The clock H-tree reported by CTS has 4 levels.
- The run gives the post-cts gate resize count as 0.
- The tree is rooted in a sky130_fd_sc_hd__clkbuf_16.
- The run puts the clock tree buffer depth at 2.

Synth:
- Ranked by instance count, the synthesized netlist is headed by sky130_fd_sc_hd__nor2_1, sky130_fd_sc_hd__dfxtp_1, sky130_fd_sc_hd__a21oi_1, sky130_fd_sc_hd__nand2_1, sky130_fd_sc_hd__nand3_1.
- In the synthesized netlist the async set-or-reset flop fraction comes to 0%.
- The run gives the count of synthesis-stage warnings from yosys as 8.
- sky130_fd_sc_hd__dfxtp_1 takes more of the synthesized area than any other cell.
- sky130_fd_sc_hd__nor2_1 is the most common cell in the netlist.
- The run gives the mux contribution to synthesized area as 2.28%.
- The synthesis report names the predominant flop master as sky130_fd_sc_hd__dfxtp_1.
- The synthesized design devotes to its leading area cell type 35.6% of total area.
- The run gives the XOR/XNOR share of the synthesized area as 8.10%.
- Among the non-sequential cells, simple AND/OR/NAND/NOR gates take the most area.
- The run gives the combined area of all synthesized cells as 0.00692 sq mm.
- The cell-mix breakdown from Yosys lists the compound-gate area share as about a fifth.
- After synthesis, the netlist uses about 73 different library cells.
- The run puts the part of the Yosys area used for sequential elements at a little over a third.
- The run gives the yosys stat cell total as 884.
- The run gives the count of flip-flops with a built-in enable after synthesis as 0.
- The run puts the fraction of the mapped netlist area in simple logic gates at a little over a quarter.
- The run gives the adder-cell share of the synthesized area as 4.09%.
- The run puts the chip area in the Yosys report at between 0.006 and 0.007 sq mm.
- In the post-synthesis netlist, the biggest area contributors are sky130_fd_sc_hd__dfxtp_1, sky130_fd_sc_hd__nor2_1, sky130_fd_sc_hd__a21oi_1, sky130_fd_sc_hd__xnor2_1, sky130_fd_sc_hd__nand2_1.
- Yosys reported a register bit count of approximately 120.
- The run gives the mean area per synthesized cell as slightly below 8 sq um.
- Synthesis produced a netlist whose cell count is 884.

Placed design:
- During placement, the flow inserted port buffers numbering 20.
- The run gives the weighted congestion reported at the end of routability-driven placement as 0.875.
- The run gives the half-perimeter wire length after placement as around 9500 um.

Run status:
- The run stopped with a tool error.
- The tool reported: "[error] [KeplerFormal.cpp:679] Workflow failed: Iso has multiple drivers: .JB1, JB[1]$_SDFFE_PP0P_.Q0".
- The run ended at clock tree synthesis.

STA:
- The run gives the number of unconstrained endpoints as 6.
==> kinds of logic after synthesis <==
family / Yosys count
flops: 123
mux: 15
buf+inv: 79
xor+xnor: 64
fa+ha+maj: 22
simple gates: 381
compound gates: 198
other cells: 2
==> stage by stage <==
stage                     setup WS [ns]  hold slack, ns  instances  instance area (sq um)
after detailed placement           6.88           0.422       1041                   7200
after global placement             7.01           0.420       1041                   7200
after floorplan                    7.49           0.414        887                   6930
