### ./config.mk
export PLATFORM = sky130hd
export DESIGN_NAME = Audio_Devise
export DESIGN_NICKNAME = Audio_Devise
export VERILOG_FILES = /design/flow/design.v
export SDC_FILE = /design/flow/constraint.sdc
export NUM_CORES = 4
export LEC_CHECK = 1
export CORE_UTILIZATION = 40
### ./constraint.sdc
current_design Audio_Devise

set clk_period 12.5
set clk_io_pct 0.2

create_clock -name clk0 -period $clk_period [get_ports {clk}]

set non_clock_inputs [all_inputs -no_clocks]
set_input_delay [expr $clk_period * $clk_io_pct] -clock clk0 $non_clock_inputs
set_output_delay [expr $clk_period * $clk_io_pct] -clock clk0 [all_outputs]
### ./design.v
`timescale 1ns / 1ps
module Audio_Devise(
    input clk,  
    input [31:0] tuning_word,  
    output audio_out 
    ); 
    reg [31:0] accumulator = 0; 
    always @(posedge clk) begin
        accumulator <= accumulator + tuning_word;
    end 
    assign audio_out = accumulator[31];   
endmodule
### ./run.sh
#!/bin/bash
# OpenROAD 26Q1-2900-gdf79404cd8, Yosys 0.63+post, stock flow scripts
make -C /OpenROAD-flow-scripts/flow DESIGN_CONFIG=/design/flow/config.mk WORK_HOME=/design/flow/orfs finish
==> run summary <==
outcome = finished clean
CTS Hold Bufs = 0
Final min period = 4.700 ns
first drt pass iteration count = 4
Clock power frac = 12.8%
dominant cell type by area after synthesis = dfxtp_1
register area share after synthesis = 26.82%
Crit path max-delay family = AND-OR/OR-AND gates
Via Count = 2031
PwrDens = 280.3 mW/mm^2
Async SR Flop Fraction = 0%
Final setup viols = 0
die height = 79.28 um
critical path launch point type = input pin
Comb pwr share = 64.9%
Hold Path Depth = 1
reg2reg path depth = 8
sequential power share = 22.4%
XORs/XNORs by Area = 10.27%
top flop regs = accumulator x32
slowest CP cell = a2111oi_0
Mapped Area = 0.002389 mm^2
Bufs and invs on worst path = 1
Post-synth top flop = dfxtp_1
post_cts resized = 0
most common library cells after synthesis = dfxtp_1, ha_1, a21oi_1, a21o_1, nand2_1
GPL Wtd Cong = 0.8635
Tot GR Track Use = 16.18%
Final Slew Violations = 0
OpenROAD warning count = 25
yosys warns = 1
worst path arrival time = 4.88 ns
Routed Antenna Nets = 0
grt ovf = 0
yosys cell count = 272
r2r setup slk = 10.14 ns
Clock Path Buffers = 2
Initial DRC Count = 53
yosys stat area = 0.002389 mm^2
postcts setup bufs = 0
cycle use final = 37.60%
Port Buf Inserts = 33
placed cell area = 0.002766 mm^2
row count = 27
Layout Skew = 0.006078 ns
Starting Density = 42.34%
RR Endpoint = accumulator[31]$_DFF_P_
Worst Path Required = 12.68 ns
vias in the first global route = 1861
HPWL Detailed = 3731 um
Critical Path Fanout Max = 10
worst-path cell chain = clkdlybuf4s50_1 -> ha_1 -> a21oi_1 -> o21bai_1 -> a21oi_1 -> nor2_1 -> a2111oi_0 -> o21ai_0 -> or3_1
FF/Latch Area = 640.6 um^2
Max VDD drop = 0.1254 mV
final wirelength = 4727 um
top cells by area = dfxtp_1, ha_1, a21oi_1
fillers = 553
RSZ-0062 raised after global routing = false
max FFs per register = 32
synth unique cells = 52
number of max-cap violations = 0
Worst slew margin = 63.90%
initial antenna violation count = 0
P_leak = 1.259 nW
detailed-route DRC error count = 0
Final Instance Area = 0.002878 mm^2
Gate Count Post-Synth = 272
die area = 0.006285 mm^2
CP most frequent cell = a21oi_1
sw power = 348.0 uW
dpl cells = 367
root buffer cell = clkbuf_8
syn avg cell area = 8.781 um^2
core area = 0.005642 mm^2
CTS Sinks = 32
Main logic family = AND-OR/OR-AND gates
Layout Cells excl Fill = 375
Worst-Skew Late Latency = 0.29 ns
Slew @ Worst Pin = 0.5278 ns
synthesized flop and latch total = 32
H-tree depth = 2
Biggest register = accumulator
Max Freq = 212.8 MHz
type of the tightest min-delay check = flip-flop to flip-flop
yosys aoi share = 29.02%
top area contributor share = 26.82%
MI comb area = 0.001683 mm^2
switching share of total power = 43.14%
CTS Buf Count = 5
routed len/inst = 12.61 um
setup TNS = 0 ns
internal power = 458.6 uW
mux share of post-synthesis cell area = 0.8381%
Ports = 34
CTS tree = done
vias per std cell = 5.416
critical path's largest stage delay = 0.50 ns
Ant. Diodes = 0
Setup WS post-layout = 7.800 ns
WS Path Type = input pin to flip-flop
pre-CTS WS = 7.506 ns
most numerous cell in the Yosys netlist = dfxtp_1
Synth Area in Simple Gates = 13.25%
R2R Path Start = accumulator[24]$_DFF_P_
P&R area growth vs syn = 20.48%
Final Hold Fails = 0
pin count of the biggest net entering global routing = 12
worst hold endpoint = accumulator[0]$_DFF_P_
share of layout cells above drive strength 1 = 5.281%
clock-pin slew on the worst setup and hold paths = 0.08 ns
Post-synth EDFFs = 0
Synth Area in Adders = 17.08%
Die X = 79.28 um
first-pass GRT wire length = 8093 um
Worst setup EP type = flip-flop
hold path startpoint = accumulator[0]$_DFF_P_
-- kinds of logic (layout without fill, tap and decap cells) --
kind of cell / count (synthesis) / in the layout
AND-OR/OR-AND: 97 / 97
flip-flops: 32 / 32
buffers and inverters: 16 / 47
AND/OR/NAND/NOR: 65 / 65
multiplexers: 2 / 2
XOR/XNOR: 28 / 28
adder cells (fa/ha/maj): 32 / 32
-- cell type report --
class,count,share of cell area (%)
Multi-Input combinational cell,224,58.48
Sequential cell,32,22.26
Timing Repair Buffer,33,11.48
Tap cell,72,3.130
Clock buffer,5,2.391
Clock inverter,3,1.478
Inverter,6,0.7826
-- worst register-to-register path, stage by stage, from the launching register on --
cell       delay, ns
dfxtp_1         0.30
ha_1            0.40
a21oi_1         0.18
o21bai_1        0.08
a21oi_1         0.20
nor2_1          0.07
a2111oi_0       0.50
o21ai_0         0.16
or3_1           0.37
-- placed cells by master, fill, tap and decap left out, types with 2 or more instances in the layout --
master           instances
o211ai_1                 2
o21a_1                   2
o311ai_1                 2
nor3_1                   4
ha_1                    31
nand2b_1                 2
o221ai_1                 2
nor2_1                  12
or2_2                    2
o21ai_0                  7
dfxtp_1                 32
o21ai_1                  7
a21oi_1                 29
xnor2_1                 13
and3_1                   2
nand4_1                  7
xor2_1                  15
mux2i_1                  2
a311oi_1                 2
a211oi_1                 3
nand3_1                 10
a21o_1                  19
o21bai_1                 4
inv_1                    5
clkdlybuf4s50_1         33
a31oi_1                  3
nand2_1                 19
clkbuf_8                 5
-- worst max-delay path by stage --
stage,start,endpoint,cells past startpoint
4_1_cts,tuning_word[0],accumulator[26]$_DFF_P_,10
5_1_grt,tuning_word[0],accumulator[26]$_DFF_P_,10
6_report,tuning_word[24],accumulator[31]$_DFF_P_,9
-- power by group through the flow --
stage,clock network (mW),logic [mW],registers [mW]
after CTS,0.106,0.526,0.181
after global routing,0.110,0.592,0.188
final,0.103,0.523,0.181
-- metal layers --
layer / GRT usage, % / wire, um
met4: 2.909 / 71
met3: 3.034 / 199
met2: 24.83 / 1967
met5: 0 / 0
met1: 24.19 / 2489
-- per-stage QoR --
step / hold WS (ns) / power, mW / util (%)
2_1_floorplan: 0.4200 / 0.6097 / -
3_3_place_gp: 0.4307 / 0.7026 / 49.04
3_5_place_dp: 0.4340 / 0.7069 / 49.04
4_1_cts: 0.4534 / 0.8141 / 51.01
5_1_grt: 0.4885 / 0.8902 / 51.01
6_report: 0.4457 / 0.8066 / 51.01
No activity file was given, so power comes from the tool's default toggle rates.
